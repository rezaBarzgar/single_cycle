==> design/flow/config.mk <==
export PLATFORM = sky130hd
export DESIGN_NAME = carrySellect8
export DESIGN_NICKNAME = carrySellect8
export VERILOG_FILES = /design/flow/design.v
export SDC_FILE = /design/flow/constraint.sdc
export NUM_CORES = 4
export LEC_CHECK = 1
export CORE_AREA = 10 10 70 70
export DIE_AREA = 0 0 80 80
==> design/flow/run.sh <==
#!/bin/bash
# OpenROAD 26Q1-2900-gdf79404cd8, Yosys 0.63+post, stock flow scripts
make -C /OpenROAD-flow-scripts/flow DESIGN_CONFIG=/design/flow/config.mk WORK_HOME=/design/flow/orfs finish
==> design/flow/design.v <==
module carrySellect8 (
input [7:0] A,
input [7:0] B,
input cin,
output[7:0] sum,
output cout
);
wire c4;
wire c80;
wire c81;
wire[3:0] temp80;
wire[3:0] temp81;
adder4 lowadder(A[3:0],B[3:0],cin,c4,sum[3:0]);
adder4 adder80(A[7:4],B[7:4],1'b0,c80,temp80[3:0]);
adder4 adder81(A[7:4],B[7:4],1'b1,c81,temp81[3:0]);
mux2x1 mux8(temp80[3:0],temp81[3:0],c4,sum[7:4]);
assign cout = (c4 | c80) & c81;
endmodule
module mux2x1(input[3:0] A,
input[3:0] B,
input sel,
output[3:0] out);
assign out = (sel == 1'b1) ? B : A;
endmodule 
module adder4(A, B, cin, cout, S);
input[3:0] A, B;
input cin;
output[3:0] S;
output cout;
wire c1, c2, c3;
FullAdder2 fa0(A[0], B[0], cin, c1, S[0]);
FullAdder2 fa1(A[1], B[1], c1, c2, S[1]);
FullAdder2 fa2(A[2], B[2], c2, c3, S[2]);
FullAdder2 fa3(A[3], B[3], c3, cout, S[3]);
endmodule
module FullAdder2(a,b,cin,cout, sum);
input a,b,cin;
output sum, cout;
assign sum = a ^ b ^ cin;
assign cout = (a & b) | (a & cin) | (b & cin);
endmodule
==> design/flow/constraint.sdc <==
current_design carrySellect8

set clk_period 3.5
set clk_io_pct 0.2

create_clock -name clk0 -period $clk_period

set non_clock_inputs [all_inputs -no_clocks]
set_input_delay [expr $clk_period * $clk_io_pct] -clock clk0 $non_clock_inputs
set_output_delay [expr $clk_period * $clk_io_pct] -clock clk0 [all_outputs]
==> results_dict.tcl <==
# implementation run metrics
set metrics [dict create \
    run_status "finished with violations" \
    failing_checks "negative setup slack" \
    yosys_cells 37 \
    post-route-worst-setup-slack_ns -0.0406 \
    std_cell_rows 21 \
    synth.lib_cells_used.distinct 14 \
    finalHoldWorstSlack_ns 2.09 \
    post_synth_instance_area_sq_um 310 \
    io_buffers 26 \
    drt_iter0_markers 3 \
    synth_area_per_cell_sq_um 8.39 \
    layout-area-overhead-vs-synth_pct 112 \
    max-vdd-ir-drop_mv 0.0586 \
    top_cells_by_area "fa_1 26%, ha_1 20%, buf_4 9.7%, inv_1 9.7%, xor2_1 8.5%" \
    switching_power_mw 0.0328 \
    warnings 35 \
    critical_path_required_ns 2.80 \
    crit_family "adder cells" \
    slew_violations 0 \
    slew_headroom 0.855 \
    timing.final.crit_share 1.01 \
    height_of_the_die_um 80 \
    share_clk_of_total_power 0 \
    ys_area_sq_um 310 \
    p_int_mw 0.0653 \
    core_sq_um 3420 \
    drt.antenna.violating_nets 0 \
    seqPwrFrac 0 \
    hold_path_depth 4 \
    grt_first_pass_wirelength_mm 1.55 \
    period_needed_ns 3.54 \
    first_global_vias 363 \
    cp.arrival_ns 2.84 \
    remaining_drc_errors 0 \
    kind_of_end_point_of_the_critical_path "output pin" \
    critical_path.n_buffers_inverters 5 \
    avgViaCountPerCell 3.04 \
    timing.fmax_mhz 282 \
    seq_total_area_yosys 0 \
    routed_wire_length_per_instance_um 8.48 \
    post-synth-top-area-fraction 0.258 \
    grt_max_degree 5 \
    drt_first_pass_iters 4 \
    die_area_sq_um 6400 \
    yosysTopAreaCell "fa_1" \
    hold_class "in -> out" \
    critical-path-top-cell-by-count "fa_2" \
    synth.yosys.warnings 0 \
    timing.critical_path.fanout_max 2 \
    crit_path_cell_trace "buf_6 -> inv_4 -> fa_2 -> inv_2 -> fa_2 -> fa_2 -> fa_2 -> mux2i_2 -> buf_4 -> o21ai_2 -> xor2_1 -> buf_2" \
    syn-instance-count 37 \
    design.portCount 26 \
    setup_repair_after_global_routing_missed_its_margin "yes" \
    layout.clock_buffers 0 \
    grt_antenna_before_repair 0 \
    worst_slew_pin_slew_ns 0.216 \
    grt_usage 0.0283 \
    die_wd_um 80 \
    place_hpwl_um 834 \
    switching_share 0.335 \
    drive_above_1_share 0.397 \
    sequential_cell_area_sq_um 0 \
    global_route.overflow_total 0 \
    holdBufCountCts 0 \
    maxCapViolCount 0 \
    floorplan.core_util 0.0908 \
    report.final.setup_viol 2 \
    static-leakage-power_nw 0.286 \
    cp_num_cells 12 \
    ws_path_type "in -> out" \
    worst_setup_path_start_kind "primary input" \
    cpMaxStageDelayCell "fa_2" \
    p_comb_frac 1.000 \
    crit_path_max_incr_delay_ns 0.38 \
    finalHoldViolCount 0 \
    drt_wl_total_um 924 \
    dr_total_vias 331 \
    post_route_total_power_mw 0.0981 \
    gp_congestion 0.792 \
    layout.sequential_cells 0 \
    cellPowerDensity_nw_per_um2 149 \
    antennaDiodeCount 0 \
]
power by group through the flow:
stage,clock network [mW],logic (mW),registers (mW)
after global routing,0,0.111,0
final,0,0.0981,0
after CTS,0,0.0947,0
cells in the mapped netlist (2+ instances only):
| cell type | number |
|---|---|
| a21oi_1 | 2 |
| buf_4 | 4 |
| fa_1 | 4 |
| ha_1 | 5 |
| inv_1 | 8 |
| nor2_1 | 2 |
| o21bai_1 | 3 |
| xor2_1 | 3 |
repair_timing:
| action | in CTS | in global routing |
|---|---|---|
| setup endpoints to repair | 7 | 5 |
| resized | 44 | 5 |
| buffers inserted | 2 | 1 |
| pin swaps | 12 | 9 |
layer usage:
metal  vias up  GRT usage  part of all wire
li1        166          -                 -
met1       146     0.0336              0.43
met2        19     0.0498              0.44
met3         0     0.0114              0.12
met4         0          0                 0
met5         -          0                 0
cells by family (layout without fill, tap and decap cells):
kind of cell	count (synthesis)	after routing	share of synthesized area
buffers and inverters	12	38	0.194
AOI/OAI and AO/OA	8	8	0.157
xor gates and xnor gates	4	4	0.113
muxes	1	1	0.0323
adders and majority gates	9	9	0.460
and+or+nand+nor	3	3	0.0444
worst paths after layout:
| kind | start | to |
|---|---|---|
| worst max-delay path | B[0] | sum[7] |
| worst min-delay path | B[7] | cout |
per-stage QoR:
step                setup slack, ns  cell area [sq um]  instances  setup TNS (ns)   util
CTS                          -0.197                627        109          -0.439  0.184
global placement             -0.828                613        107           -4.21  0.179
finish                      -0.0406                657        109         -0.0743  0.192
floorplan                     0.164                310         37               0      -
detailed placement           -0.870                613        107           -4.42  0.179
global route                 -0.163                657        109          -0.347  0.192
cell usage in the layout (no fill, tap or decap):
cell	n
clkdlybuf4s50_1	15
ha_1	5
buf_2	5
inv_1	4
fa_2	4
buf_6	4
inv_4	3
xor2_1	3
dlygate4sd2_1	3
buf_4	3
nor2_1	2
o21bai_1	2
a21oi_1	2
o22ai_2	1
or2_1	1
mux2i_2	1
xnor2_2	1
o21bai_4	1
o21ai_0	1
o21ai_2	1
inv_2	1
cell type report:
class | instances | area [sq um]
Inverter | 8 | 37.5
Tap cell | 46 | 57.6
Timing Repair Buffer | 30 | 269
Multi-Input combinational cell | 25 | 293
Fill cell | 388 | 2760
Power figures rest on the tool's default switching activity, not on a simulated workload.
